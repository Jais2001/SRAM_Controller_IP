$ cat ./config.mk
export PLATFORM = sky130hd
export DESIGN_NAME = SRAM_Controller
export DESIGN_NICKNAME = SRAM_Controller
export VERILOG_FILES = /design/flow/design.v
export SDC_FILE = /design/flow/constraint.sdc
export NUM_CORES = 4
export LEC_CHECK = 1
export CORE_UTILIZATION = 30
$ cat ./constraint.sdc
current_design SRAM_Controller

set clk_period 3.3
set clk_io_pct 0.2

create_clock -name clk0 -period $clk_period [get_ports {i_clk}]

set non_clock_inputs [all_inputs -no_clocks]
set_input_delay [expr $clk_period * $clk_io_pct] -clock clk0 $non_clock_inputs
set_output_delay [expr $clk_period * $clk_io_pct] -clock clk0 [all_outputs]
$ cat ./design.v
module SRAM_Controller(
    input wire i_clk,
    input wire reset,
    input wire [20:0]i_address,
    input wire [15:0]i_data,
    input wire i_rd_strt,
    input wire i_wr_strt,
    output wire [15:0]o_data,
    output wire o_data_valid,
    output wire o_wr_done,
    output wire o_busy,
    output wire[20:0] o_sram_address,
    output reg[15:0] io_sram_in_out,   
    output wire o_CS,
    output wire o_OE,
    output wire o_WE,
    output wire o_UB,
    output wire o_LB
);
integer i;
reg r_data_valid;
reg r_wr_done;
reg r_CS;
reg r_OE;
reg r_WE;
reg r_UB;
reg r_LB;
reg r_busy;
reg[15:0] r_write_buffer;  
reg[20:0] r_sram_address;
reg[15:0] r_sram_in;
reg[20:0] r_read_address;  
reg[20:0] r_write_address;  
reg[15:0] r_powerup_counter;  
reg[1:0]  r_read_cycle_time;  
reg[2:0]  r_write_control_time;  
assign  o_data_valid    = r_data_valid;
assign  o_wr_done       = r_wr_done;
assign  o_busy          = r_busy;
assign o_CS             = r_CS;     
assign o_OE             = r_OE;
assign o_WE             = r_WE;
assign o_UB             = r_UB;
assign o_LB             = r_LB;
assign o_sram_address   = r_sram_address;
assign o_data           = r_sram_in;
reg[3:0] SRAM_STATE;
localparam initial_state = 4'd0;
localparam read_write_state = 4'd1;
localparam read_state = 4'd2;
localparam write_state = 4'd3;
localparam read_cntrl = 4'd4;
localparam start_read = 4'd5;
localparam out_hold = 4'd6;
localparam write_address = 4'd7;
localparam write_cntrl_strt = 4'd8;
localparam write_cntrl_stop = 4'd9;
localparam write_start = 4'd10;
localparam write_stop = 4'd11;
always @(posedge i_clk or negedge reset) begin
    if (~reset) begin
        r_powerup_counter    <=0;
        r_read_cycle_time    <=0;
        r_write_control_time <=0;
        r_data_valid         <=0;
        r_busy               <=0;
        SRAM_STATE <= initial_state;
    end else begin
        r_data_valid <= 0;
        r_wr_done <= 0;
        case (SRAM_STATE)
        initial_state : begin
            if (r_powerup_counter <= 16'd40000) begin  
                    SRAM_STATE <= initial_state;
                    r_powerup_counter <= r_powerup_counter + 1;
            end
            else begin
                r_powerup_counter    <=0;
                SRAM_STATE <= read_write_state;
            end
        end
        read_write_state : begin
            if (i_rd_strt) begin
                SRAM_STATE <= read_state;
            end
            else if(i_wr_strt)begin
                SRAM_STATE <= write_state;
            end
            else begin
                SRAM_STATE <= read_write_state;
            end
        end
        read_state : begin
            r_read_address <= i_address;
            r_CS    <= 0;   
            r_OE    <= 0; 
            r_UB    <= 0; 
            r_LB    <= 0; 
            r_WE    <= 1;  
            r_busy  <= 1;  
            SRAM_STATE <= read_cntrl;
        end
        read_cntrl : begin
            if(r_read_cycle_time <= 2'd2) begin  
                r_sram_address <= r_read_address;
                SRAM_STATE <= read_cntrl;
                r_read_cycle_time <= r_read_cycle_time + 1;
            end
            else begin
                r_read_cycle_time    <=0;
                SRAM_STATE <= start_read; 
            end
        end
        start_read : begin
            r_sram_in <= io_sram_in_out;  
            SRAM_STATE <= out_hold;  
        end
        out_hold : begin
            r_CS    <= 1;   
            r_OE    <= 1; 
            r_UB    <= 1; 
            r_LB    <= 1; 
            r_WE    <= 1; 
            r_busy  <= 0;
            r_data_valid <= 1;
            SRAM_STATE <= read_write_state;
        end
        write_state : begin
            r_OE    <= 1;  
            r_busy  <= 1;  
            r_write_address <= i_address;  
            r_write_buffer  <= i_data;  
            SRAM_STATE    <= write_address;
        end
        write_address : begin
            r_sram_address <= r_write_address;
            SRAM_STATE <= write_cntrl_strt;
        end
        write_cntrl_strt : begin
            if(r_write_control_time <= 3'd2) begin  
                r_CS    <= 0;    
                r_UB    <= 0; 
                r_LB    <= 0; 
                r_WE    <= 0; 
                SRAM_STATE <= write_cntrl_strt;
                r_write_control_time <= r_write_control_time + 1;
            end
            else begin
                r_write_control_time <=0;
                SRAM_STATE <= write_cntrl_stop;
            end
        end
        write_cntrl_stop : begin
            r_CS    <= 1;    
            r_UB    <= 1; 
            r_LB    <= 1; 
            r_WE    <= 1; 
            SRAM_STATE <= write_start;
        end
        write_start : begin
            io_sram_in_out <= r_write_buffer;  
            r_wr_done <= 1;
            SRAM_STATE <= write_stop;
        end
        write_stop : begin
            r_sram_address <= 21'd0;
            r_busy  <= 0;
            SRAM_STATE <= read_write_state;
        end
        default: begin
            SRAM_STATE <= read_write_state;
        end
        endcase
    end
end
endmodule
$ cat ./run.sh
#!/bin/bash
# OpenROAD 26Q1-2900-gdf79404cd8, Yosys 0.63+post, stock flow scripts
make -C /OpenROAD-flow-scripts/flow DESIGN_CONFIG=/design/flow/config.mk WORK_HOME=/design/flow/orfs finish
==> run summary <==
Purpose: to document the outcome of synthesis and place and route.

Logic synthesis
The number of distinct library cells after synthesis is 40. After technology mapping, the gate count stands at 300. In this run the mean area of a mapped cell was 17.8 um2. The flop and latch count out of synthesis is 150. The share of the Yosys chip area taken by registers is 0.812. In the Yosys report the total cell count is 300. Warnings reported by Yosys during synthesis add up to 1. The synthesized netlist occupies a cell area of 0.00533 mm2.

The chip area from the yosys synthesis statistics is 0.00533 mm2.

Floorplan
The floorplan has 48 rows. In this run the count of I/O pins placed on the die edge is 102. According to the floorplan report, the die width is 135 um. The initial utilization of the core area, before any placement, comes to 0.307. The die boundary height is 135 um. The floorplan step defined a core boundary enclosing 0.0174 mm2. The overall die size recorded for this design is 0.0183 mm2.

Clock tree
Clock tree synthesis selected as its root buffer the cell sky130_fd_sc_hd__clkbuf_16. TritonCTS built the clock tree. In this run, post-CTS hold repair placed 0 buffers.

On the worst setup and hold paths after CTS, the clock-pin slew comes to 60 ps. The largest buffer count on any clock path is 2. Post-CTS repair ended up resizing 0 cells. The CTS H-tree depth is 4. Per the repair_timing log after CTS, setup buffers inserted total 0. CTS added clock buffers totalling 17. The clock latency on the worst-skew pair is 410 ps.

The clock sink total is 150.

Worst setup path
The class of the most critical setup path is reg -> reg. The required time of the critical path is 3650 ps. Counting both buffers and inverters, the worst setup path holds a total of 1. The cell sequence reported for the critical path is inv_1, ha_1, nor4b_2, nand3_1, a21oi_1, and2_1, a22o_1. The worst setup path is launched from a register. The maximum single-stage delay on the critical path is 450 ps.

The data arrival time of the critical path is 2400 ps. The family with the most delay on the worst path is simple AND/OR/NAND/NOR gates. The worst setup path is captured at a register.

The report shows a maximum critical-path fanout of 8. The slowest stage of the critical path is the sky130_fd_sc_hd__a21oi_1 cell.

Placed design
The setup slack at placement is 1040 ps. The tally of buffers added on design ports is 101. The post-DP HPWL is 6040 um. Routability-driven placement finished with a final weighted congestion of 0.798.

The post-placement cell count is 623.

Drt
The detailed router finished its first iteration with 134 violations. The routed wire length is 9020 um. The script parses the final routing iteration and logs DRC violations as 0. The antenna diode instance count is 0.

The post-route antenna net violation count is 0. Per the detail_route report, the via count comes to 2903. For this run, the detailed router reports a per-instance via density of 4.43. The number of search-and-repair iterations in the first detailed-routing pass is 4. The average routed wire per standard cell is 13.8 um.

Layout
The multi-input combinational cell area is 931 um2. From synthesis to final layout, the design area changed by 34.5%. The final standard cell count with taps included and fillers excluded is 655. The final core utilization is 0.413. The area used by sequential logic in the layout is 0.00433 mm2. The fraction of final layout cells sized beyond drive strength 1 is 0.119. The count of filler cells inserted in the layout is 1505.

Final timing
For this run, the final setup violation count is recorded as 0. The transition at the pin with the smallest max-transition slack is 835 ps. The final-report max-slew violation count is 0. The final setup TNS is 0 ps. Post-route period utilization is reported as 0.621. The clock period could shrink to 2050 ps. Per the final timing report, the hold violations number 0. In this run the tightest slew margin relative to its limit is 0.438.

Per the timing report, the achievable frequency comes out to 488 MHz. Across the routed clock network, the largest skew measured is 6.36 ps. The final timing report gives a worst setup slack of 1250 ps.

Setup repair after global routing left no endpoint under its margin.

Global route
Entering global routing, the biggest net connects 44 pins. The first global-routing pass estimated 14500 um of wire. The global routing report lists combined usage of all routing layers as 0.110. The number of antenna violations at the first check in global routing came to 0. The via count of the first global-routing pass was 2929. After global routing the overflow that remains totals 0.

Flow run
Summing over the stages, the warning tally comes to 27. The tally of max-capacitance violations is 0.

Power
The total leakage power is 2.67 nW. The maximum vdd ir drop is 0.000346 V. Of the total power, the clock network draws 0.457.

The internal power contribution is 3.05 mW. The report lists the power per cell area as 535 mW/mm2. The switching power share of the total is 0.206. The power report attributes to the combinational group a share of 0.016.

In this run the power spent charging and discharging nets is 0.791 mW. Of the total power, registers draw 0.527.

Outcome
The flow ran to the end, and the final reports show no timing, DRC or antenna violations.

Min path
The kind of path behind the tightest hold check is in -> async.
[cell usage after synthesis]
master                      count  share of area
sky130_fd_sc_hd__and3_1         7         0.0082
sky130_fd_sc_hd__a21boi_0       4         0.0056
sky130_fd_sc_hd__a21oi_1        2         0.0019
sky130_fd_sc_hd__nor2b_1        4         0.0047
sky130_fd_sc_hd__or3_1          1         0.0012
sky130_fd_sc_hd__nor2_1        14         0.0099
sky130_fd_sc_hd__mux2_2         1         0.0021
sky130_fd_sc_hd__nor4_1         2         0.0023
sky130_fd_sc_hd__or2_2          2         0.0023
sky130_fd_sc_hd__or4_4          1         0.0021
sky130_fd_sc_hd__edfxtp_1     115           0.65
sky130_fd_sc_hd__a21o_1         1         0.0014
sky130_fd_sc_hd__buf_2          1        0.00094
sky130_fd_sc_hd__dfrtp_1       34           0.16
sky130_fd_sc_hd__mux2i_1        2         0.0038
sky130_fd_sc_hd__and3b_1        1         0.0016
sky130_fd_sc_hd__nand2b_1       4         0.0047
sky130_fd_sc_hd__a22o_1        26          0.043
sky130_fd_sc_hd__buf_4          2         0.0028
sky130_fd_sc_hd__o21a_1         2         0.0028
sky130_fd_sc_hd__o22ai_1        2         0.0023
sky130_fd_sc_hd__o21ai_0        8         0.0075
sky130_fd_sc_hd__nor4b_2        1         0.0028
sky130_fd_sc_hd__nand2_1        5         0.0035
sky130_fd_sc_hd__dfstp_2        1         0.0049
sky130_fd_sc_hd__o2bb2ai_1      2         0.0033
sky130_fd_sc_hd__and2_1         7         0.0082
sky130_fd_sc_hd__xnor2_1        4         0.0066
sky130_fd_sc_hd__nand3_1       11          0.010
sky130_fd_sc_hd__buf_6          1         0.0021
sky130_fd_sc_hd__nor3_1         4         0.0038
sky130_fd_sc_hd__clkbuf_1       5         0.0035
sky130_fd_sc_hd__ha_1           5          0.012
sky130_fd_sc_hd__xor2_1         2         0.0033
sky130_fd_sc_hd__a21bo_2        2         0.0038
sky130_fd_sc_hd__and2_4         1         0.0016
sky130_fd_sc_hd__nor3b_1        3         0.0042
sky130_fd_sc_hd__and3_2         1         0.0014
sky130_fd_sc_hd__nand4_1        1         0.0012
sky130_fd_sc_hd__inv_1          8         0.0056
[flip-flops by register name (all words and copies together), names as in the netlist]
register              count
r_wr_done                 1
r_CS                      1
io_sram_in_out           16
r_OE                      1
r_powerup_counter        16
r_WE                      1
r_write_address          21
r_read_cycle_time         2
r_sram_in                16
r_data_valid              1
r_read_address           21
r_write_buffer           16
SRAM_STATE               12
r_sram_address           21
r_write_control_time      3
r_busy                    1
[logic make-up after synthesis]
group,after synthesis,synth area share
AND/OR/NAND/NOR,70,0.0741
flip-flops,150,0.812
multiplexers,3,0.00587
adder cells (fa/ha/maj),5,0.0117
XOR/XNOR,6,0.00985
AND-OR/OR-AND,49,0.0713
buffers and inverters,17,0.0150
[per-stage QoR]
step	total power [mW]	instance area, um2	hold WS (ps)
after floorplan	2.06	5330	347
after global placement	2.12	6620	380
after detailed placement	2.13	6620	369
after CTS	3.90	7170	309
after global routing	3.98	7170	346
final	3.84	7170	311
[routing by layer]
layer	GRT usage	share of wire
met5	0	0
met4	0.0137	0.011
met3	0.0527	0.097
met2	0.168	0.47
met1	0.152	0.42
[placed cells by master, fill, tap and decap left out, types with 5 or more instances in the layout]
cell / count
sky130_fd_sc_hd__and3_1: 7
sky130_fd_sc_hd__buf_4: 6
sky130_fd_sc_hd__edfxtp_1: 115
sky130_fd_sc_hd__clkdlybuf4s50_1: 100
sky130_fd_sc_hd__nor2_1: 13
sky130_fd_sc_hd__nand2_1: 5
sky130_fd_sc_hd__dfrtp_1: 34
sky130_fd_sc_hd__nand3_1: 11
sky130_fd_sc_hd__o21ai_0: 8
sky130_fd_sc_hd__inv_1: 8
sky130_fd_sc_hd__clkbuf_16: 17
sky130_fd_sc_hd__and2_1: 6
sky130_fd_sc_hd__inv_6: 5
sky130_fd_sc_hd__a22o_1: 26
sky130_fd_sc_hd__ha_1: 5
[worst reg2reg max path: cells and delay by family (launching register included)]
family,cells,cell delay (ps)
buffers and inverters,1,100
flip-flops,1,400
AND-OR/OR-AND,2,650
adder cells (fa/ha/maj),1,140
AND/OR/NAND/NOR,3,690
[worst paths after layout]
check	end	start	cells after the start	slack (ps)
worst max-delay path	r_powerup_counter[4]	r_powerup_counter[0]	7	1250
worst min-delay path	SRAM_STATE[9]	reset	2	310
worst max register to register	r_powerup_counter[4]	r_powerup_counter[0]	7	1250
worst min register to register	SRAM_STATE[5]	SRAM_STATE[8]	0	380
max in group asynchronous	SRAM_STATE[0]	reset	2	2630
min in group clk0	SRAM_STATE[5]	SRAM_STATE[8]	0	380
[power by group through the flow]
stage	logic (mW)	registers (mW)	clock network (mW)
final	0.0619	2.02	1.75
after global routing	0.0677	2.02	1.89
after CTS	0.0635	2.02	1.81
[area by class of cell]
class | instances | area share
Multi-Input combinational cell | 133 | 0.130
Sequential cell | 150 | 0.604
Clock inverter | 14 | 0.0164
Tap cell | 225 | 0.0393
Inverter | 8 | 0.00419
Timing Repair Buffer | 107 | 0.147
Clock buffer | 18 | 0.0598
Power figures rest on the tool's default switching activity, not on a simulated workload.
